File: ./config.mk
export PLATFORM = sky130hd
export DESIGN_NAME = hazardUnit
export DESIGN_NICKNAME = hazardUnit
export VERILOG_FILES = /design/flow/design.v
export SDC_FILE = /design/flow/constraint.sdc
export NUM_CORES = 4
export LEC_CHECK = 1
export CORE_AREA = 10 10 75 75
export DIE_AREA = 0 0 85 85
File: ./constraint.sdc
current_design hazardUnit

set clk_period 1.5
set clk_io_pct 0.2

create_clock -name clk0 -period $clk_period

set non_clock_inputs [all_inputs -no_clocks]
set_input_delay [expr $clk_period * $clk_io_pct] -clock clk0 $non_clock_inputs
set_output_delay [expr $clk_period * $clk_io_pct] -clock clk0 [all_outputs]
File: ./run.sh
#!/bin/bash
# OpenROAD 26Q1-2900-gdf79404cd8, Yosys 0.63+post, stock flow scripts
make -C /OpenROAD-flow-scripts/flow DESIGN_CONFIG=/design/flow/config.mk WORK_HOME=/design/flow/orfs finish
File: ./design.v
`default_nettype none
`timescale 1ns/1ns
module pipelined_mips
(
	input wire clk,
	input wire reset
);
	initial begin
		$display("Pipelined ACA-MIPS Implemention");
		$display("Mahdi Hemasian & 98101458");
	end
	reg [31:0] PC;           
	reg [11:0] regControl2;
	reg [2:0] regControl3;
	reg [1:0] regControl4;
	reg [31:0] regPc1;
	reg [31:0] regPc2;
	reg [31:0] reg1;
	reg [31:0] reg2ins;
	reg [31:0] reg3ins;
	reg [31:0] reg4ins;
	reg	[31:0] reg2RD1;
	reg	[31:0] reg2RD2;
	reg	[14:0] reg2RE;
	reg	[31:0] reg2SignImm;
	reg	[31:0] reg3ALU;
	reg	[31:0] reg3WD;
	reg	[4:0] reg3WR;
	reg	[31:0] reg4ReadData;
	reg	[31:0] reg4ALU;
	reg	[4:0] reg4WR;
	wire [31:0]instr;
	wire MemtoReg;
	wire MemWrite;
	wire Branch1;
	wire Branch2;
	wire [3:0] ALUcontrol;
	wire ALUSrc;
	wire RegDst;
	wire RegWrite;
	wire ext;
	wire [31:0]SignImm;
	wire [31:0] PC2;
	wire [31:0]ALUResult;
	wire [31:0]SrcA;
	wire [31:0]SrcB;
	wire [31:0]RD1;
	wire [31:0]RD2;
	wire zero;
	wire PCSrc;
	wire [31:0]PCPlus4;
	wire [31:0]PCBranch;
	wire [31:0]WriteData;
	wire [31:0]ReadData;
	wire [31:0]Result;
	wire [4:0] WriteReg;
	wire Stall;
	wire [1:0] ForwardAE;
	wire [1:0] ForwardBE;
	assign SignImm = ext ? ({{16{reg1[15]}},reg1[15:0]}) : ({16'h0000,reg1[15:0]});
	assign PCSrc = regControl2[9] ? (zero ? 1 : 0) : (regControl2[8] ? (zero ? 0 : 1) : 0);
	assign PCPlus4 = PC+4;
	assign PCBranch = (regPc2 + (reg2SignImm << 2));
	assign PC2 = PCSrc ? PCBranch : PCPlus4;
	assign SrcB = regControl2[3] ? reg2SignImm : WriteData;
	assign Result = regControl4[1] ? reg4ReadData : reg4ALU;
	assign WriteReg = regControl2[2] ? reg2RE[4:0] : reg2RE[10:5];
	assign SrcA = ForwardAE[1] ? reg3ALU : ForwardAE[0] ? Result : reg2RD1;
	assign WriteData = ForwardBE[1] ? reg3ALU : ForwardBE[0] ? Result : reg2RD2;
	always @ (posedge clk ,posedge reset)
	begin	
		if(!Stall) begin
			PC <= PC2;
			regControl2 <= PCSrc ? 12'h000 : {MemtoReg, MemWrite, Branch1, Branch2, ALUcontrol, ALUSrc, RegDst, RegWrite, ext};
			regControl3 <= {regControl2[11:10], regControl2[1]};
			regControl4 <= {regControl3[2], regControl3[0]};
			regPc1 <= PCPlus4;
			regPc2 <= regPc1;
			reg1 <= PCSrc ? 32'h0000 : instr;
			reg2RD1 <= RD1;
			reg2RD2 <= RD2;
			reg2RE <= reg1[25:11];
			reg2SignImm <= SignImm;
			reg3ALU <= ALUResult;
			reg3WD <= WriteData;
			reg3WR <= WriteReg;
			reg4ReadData <= ReadData;
			reg4ALU <= reg3ALU;
			reg4WR <= reg3WR;
			reg2ins <= reg1;
			reg3ins <= reg2ins;
			reg4ins <= reg3ins;
		end
		else begin
			PC <= PC;
			regControl2 <= 12'h000;
			regControl3 <= {regControl2[11:10], regControl2[1]};
			regControl4 <= {regControl3[2], regControl3[0]};
			regPc1 <= regPc1;
			regPc2 <= 0;
			reg1 <= reg1;
			reg2RD1 <= 0;
			reg2RD2 <= 0;
			reg2RE <= 0;
			reg2SignImm <= 0;
			reg3ALU <= ALUResult;
			reg3WD <= WriteData;
			reg3WR <= WriteReg;
			reg4ReadData <= ReadData;
			reg4ALU <= reg3ALU;
			reg4WR <= reg3WR;
		end
		if (reset) begin
			PC <= 32'h00000000;
			regControl2 <= 12'h000;
			reg1 <= 32'h00000000;
		end
	end
	async_mem #(0) imem			 
	(
		.clk		   (1'b0),
		.write		(1'b0),		 
		.address	   (PC),		    
		.write_data	(32'bx),
		.read_data	(instr)
	);
	async_mem #(0) dmem			 
	(
		.clk		   (clk),
		.write		(regControl3[1]),
		.address	   (reg3ALU),
		.write_data	(reg3WD),
		.read_data	(ReadData)
	);
	ControlUnit cont
	(
		.instr(reg1),
		.MemtoReg(MemtoReg),
		.MemWrite(MemWrite),
		.Branch1(Branch1),
		.Branch2(Branch2),
		.ALUcontrol(ALUcontrol),
		.ALUSrc(ALUSrc),
		.RegDst(RegDst),
		.RegWrite(RegWrite),
		.ext(ext)
	);
	reg_file RF
	(
		.clk(clk),
		.WR(reg4WR),
		.WD(Result),
		.RR1(reg1[25:21]),
		.RR2(reg1[20:16]),
		.RD1(RD1),
		.RD2(RD2),
		.write(regControl4[0])
	);
	my_alu alu
	(
		.Op(regControl2[7:4]),
		.A(SrcA),
		.B(SrcB),
		.X(ALUResult),
        .Z(zero)
	);
	hazardUnit haz
	(
		.Stall(Stall),
		.RsD(reg1[25:21]),
		.RtD(reg1[20:16]),
		.RsE(reg2RE[14:10]),
		.RtE(reg2RE[9:5]),
		.ForwardAE(ForwardAE),
		.ForwardBE(ForwardBE),
		.MemtoRegE(regControl2[11]),
		.WriteRegM(reg3WR),
		.RegWriteM(regControl3[0]),
		.WriteRegW(reg4WR),
		.RegWriteW(regControl4[0])
	);
endmodule
module hazardUnit
	(
		input wire [4:0] RsD,
		input wire [4:0] RtD,
		input wire [4:0] RsE,
		input wire [4:0] RtE,
		input wire MemtoRegE,
		input wire [4:0] WriteRegM,
		input wire RegWriteM,
		input wire [4:0] WriteRegW,
		input wire RegWriteW, 
		output reg Stall,
		output reg [1:0] ForwardAE,
		output reg [1:0] ForwardBE
	);
	always @(*) begin
		if ((RsE != 0) && (RsE == WriteRegM) && RegWriteM)
			ForwardAE = 2'b10;
		else if ((RsE != 0) && (RsE == WriteRegW) && RegWriteW)
			ForwardAE = 2'b01;
		else
			ForwardAE = 2'b00;
		if ((RtE != 0) && (RtE == WriteRegM) && RegWriteM)
			ForwardBE = 2'b10;
		else if ((RtE != 0) && (RtE == WriteRegW) && RegWriteW)
			ForwardBE = 2'b01;
		else
			ForwardBE = 2'b00;
		if(((RsD == RtE) || (RtD == RtE)) && MemtoRegE)
			Stall = 1;
		else 
			Stall = 0;
	end
endmodule
module ControlUnit
	(
		input wire [31:0]instr,
		output reg MemtoReg,
		output reg MemWrite,
		output reg Branch1,
		output reg Branch2,
		output reg [3:0] ALUcontrol,
		output reg ALUSrc,
		output reg RegDst,
		output reg RegWrite,
		output reg ext
	);
	reg [5:0] op;
	reg [5:0] funct;
	always @ (*)
	begin
	op =instr[31:26];
	funct = instr[5:0];
	if (!op)
	begin
		ext=1'bx;
		RegWrite = 1;
		RegDst = 1;
		ALUSrc = 0;
		Branch1 = 0;
		Branch2 = 0;
		MemWrite = 0;
		MemtoReg = 0;
		case(funct)
			6'b100000 : ALUcontrol = 4'b0010;
			6'b100010 : ALUcontrol = 4'b0110;
			6'b100001 : ALUcontrol = 4'b0010;
			6'b100011 : ALUcontrol = 4'b0110;
			6'b100100 : ALUcontrol = 4'b0000;
			6'b100101 : ALUcontrol = 4'b0001;
			6'b100110 : ALUcontrol = 4'b0100;
			6'b100111 : ALUcontrol = 4'b0101;
			6'b101010 : ALUcontrol = 4'b0111;
			6'b101011 : ALUcontrol = 4'b0011;
		endcase
	end   
	else begin
		ext = 1;
		RegWrite = 1;
		RegDst = 0;
		ALUSrc = 1;
		Branch1 = 0;
		Branch2 = 0;
		MemWrite = 0;
		MemtoReg = 0;
		case (op)
			6'b001000 : ALUcontrol = 4'b0010;  
			6'b001001 : ALUcontrol = 4'b0010;  
			6'b001100 : 
						begin
							ALUcontrol = 4'b0000;  
							ext=0;
						end
			6'b001101 : 
						begin
							ALUcontrol = 4'b0001;  
							ext=0;
						end
			6'b001010 : ALUcontrol = 4'b0111;  
			6'b001011 : 
						begin
							ALUcontrol = 4'b0011;  
							ext = 0;
						end
			6'b001110 : 
						begin
							ALUcontrol = 4'b0100;  
							ext = 0;
						end
			6'b100011 :  
						begin
							RegWrite = 1;
							RegDst = 0;
							ALUSrc = 1;
							Branch1 = 0;
							Branch2 = 0;
							MemWrite = 0;
							MemtoReg = 1;
							ALUcontrol = 4'b0010;
						end
			6'b101011 :  
						begin
							RegWrite = 0;
							RegDst = 1'bx;
							ALUSrc = 1;
							Branch1 = 0;
							Branch2 = 0;
							MemWrite = 1;
							MemtoReg = 1'bx;
							ALUcontrol = 4'b0010;
						end
			6'b001111 : ALUcontrol = 4'b1000; 
			6'b000100 :  
						begin
							RegWrite = 0;
							RegDst = 1'bx;
							ALUSrc = 0;
							Branch1 = 1;
							Branch2 = 0;
							MemWrite = 0;
							MemtoReg = 1'bx;
							ALUcontrol = 4'b0110;
						end	
			6'b000101 :  
						begin
							RegWrite = 0;
							RegDst = 1'bx;
							ALUSrc = 0;
							Branch1 = 0;
							Branch2 = 1;
							MemWrite = 0;
							MemtoReg = 1'bx;
							ALUcontrol = 4'b0110;
						end	
		endcase
	end 
end		
endmodule
module my_alu
	(
		input wire [3:0]  Op,
		input wire [31:0]  A,
		input wire [31:0]  B,
		output wire[31:0] X,
		output wire Z
	);
   wire sub = Op != 4'b0010;
   wire [31:0] bb = sub ? ~B : B;
   wire [32:0] sum = A + bb + sub;
   wire sltu = ! sum[32];
   wire v = sub ? 
        ( A[31] != B[31] && A[31] != sum[31] )
      : ( A[31] == B[31] && A[31] != sum[31] );
   wire slt = v ^ sum[31];
   reg [31:0] x;
   always @( * )
      case( Op )
         4'b0010 : x = sum;
         4'b0110 : x = sum;
         4'b0111 : x = slt;
         4'b0011: x = sltu;
         4'b0000 : x =   A & B;
         4'b0001  : x =   A | B;
         4'b0101 : x = ~(A | B);
         4'b0100 : x =   A ^ B;
		  4'b1000 : x = {B[15:0],16'h0000};
         default : x = 32'hxxxxxxxx;
      endcase
   assign  X = x;
   assign  Z = x == 32'h00000000;
endmodule
==> flow_metrics.tcl <==
# flow metrics
set metrics [dict create \
    met2WireLength_um 994 \
    dp_slack_ns -0.9681 \
    max-vdd-ir-drop_v 0.00005371 \
    hp-class "in -> out" \
    synth.logic.top_family "XOR/XNOR gates" \
    instances_no_fill 158 \
    grt_antenna_before_repair 0 \
    yosysWarnings 1 \
    wl_per_cell_um 12.10 \
    outcome "complete, but fails checks" \
    drive_gt1_share_pct 55.56 \
    synthTopCellsByArea "xnor2_1 45%, xor2_1 16%, nand4_1 5.9%" \
    grt_remaining_overflow 0 \
    drt_iter0_drc 11 \
    syn_area_per_cell_um2 7.597 \
    crit_path_top_delay_cell "or4_4" \
    area_delta_synth_final_pct 151.5 \
    dp_hpwl_um 1728 \
    syn_inst 56 \
    ys_sh_simple_pct 24.71 \
    core_region_area_um2 4058 \
    synth.distinct_cells 14 \
    adder_share_pct 0 \
    common_cells "22 x xnor2_1, 8 x xor2_1, 4 x nand2_1, 4 x nand4_1, 3 x buf_2" \
    route.met3.wl_um 132 \
    dp_cells 152 \
    grt_pass1_vias 605 \
    max_freq_ghz 0.5993 \
    cp-end-kind "output port" \
    period_used_pct 111.2 \
    crit_buf_inv 3 \
    drc 0 \
    grt_pass1_wl_um 2884 \
    nFillCells 422 \
    holdCritStartpoint "RsE[3]" \
    leakagePower_nw 0.4589 \
    ys_seq_share_pct 0 \
    critical_path.top_delay_family "simple AND/OR/NAND/NOR gates" \
    rsz0062_at_grt "yes" \
    first_pass_iters 3 \
    post-route-util_pct 26.36 \
    setup_viol 4 \
    viasPerCell 3.468 \
    worst_pin_slew_ns 0.2519 \
    die_area_um2 7225 \
    max_cap_violations 0 \
    most_common_cell "xnor2_1" \
    cp_slowest_stage_delay_ns 0.48 \
    mux_area_share_pct 0 \
    logic_area_um2 535.5 \
    finalInstanceArea_um2 1070 \
    slew_headroom_pct 83.08 \
    fin_crit_ns 1.669 \
    p_per_area_nw_per_um2 250.9 \
    failed_checks "negative setup slack" \
    required_ns 1.20 \
    top_layer_used "met3" \
    compound_area_share_pct 5.588 \
    yosysCellCount 56 \
    synthXorXnorAreaFrac_pct 61.76 \
    gp_congestion 0.7515 \
    crit_type "in -> out" \
    flop-count 0 \
    ant_nets 0 \
    via_count 548 \
    yosys.area.top_type_share_pct 45.29 \
    hold_buffers 0 \
    n_antenna_cell 0 \
    num_io_pins 38 \
    die_x_um 85 \
    crit_chain "buf_8 > buf_6 > or4_4 > nor2_4 > and3b_1 > buf_2" \
    wl_met1_um 786 \
    grt_start_max_net_pins 5 \
    cp-startpoint "RtE[4]" \
    tool_warnings 34 \
    critical_path_arrival_ns 1.37 \
    whs_ns 0.9748 \
    grt_util_all_layers_pct 4.797 \
    wl_um 1912 \
    yosys-stat-area_um2 425.4 \
    crit_path_start_kind "input port" \
    drv_slew 0 \
    yosysTopAreaCell "xnor2_1" \
    synthesis.area_um2 425.4 \
    nClkBuffers 0 \
    num_rows 23 \
    cp_max_fo 2 \
    flop_area_um2 0 \
    die_h_um 85 \
    port_buffers 38 \
    fp-utilization_pct 10.48 \
    finalHoldViolCount 0 \
    dpl-instance-area_um2 932.1 \
    setup_slack_ns -0.1686 \
]
path summary, 6_finish.rpt:
path / end / slack [ns] / cells past startpoint
worst max-delay path: ForwardBE[1] / -0.17 / 6
worst min-delay path: ForwardAE[0] / 0.97 / 5
layer usage:
metal	up-vias	track usage [%]
li1	291	-
met1	243	5.475
met2	14	8.992
met3	0	1.445
met4	0	0
met5	-	0
what timing repair did:
action | 4_1_cts | 5_1_grt
resized | 118 | 19
pin swaps | 25 | 13
setup buffers | 5 | 3
setup endpoints to repair | 5 | 5
layout by cell type, fill, tap and decap left out, types with 3 or more instances in the layout:
| cell | Yosys | routed |
|---|---|---|
| xnor2_2 | 0 | 5 |
| buf_6 | 1 | 5 |
| xnor2_1 | 22 | 17 |
| buf_4 | 1 | 16 |
| clkdlybuf4s15_1 | 0 | 3 |
| nand2_1 | 4 | 3 |
| xor2_1 | 8 | 4 |
| buf_8 | 0 | 3 |
| xor2_2 | 0 | 4 |
| nand4_1 | 4 | 4 |
| dlygate4sd2_1 | 0 | 12 |
| buf_2 | 3 | 13 |
report_power, final:
part	total (mW)	switching (mW)	internal (mW)
Sequential	0	0	0
Combinational	0.268	0.106	0.162
Clock	0	0	0
logic make-up (layout without fill, tap and decap cells):
group                     count (synthesis)  after routing
AOI/OAI and AO/OA                         3              3
xor gates and xnor gates                 30             30
buffers and inverters                     5             57
and+or+nand+nor                          18             18
final cells by class:
class,count,area share (%)
tap,50,5.848
timing repair buffer,57,44.09
multi-input combinational,51,50.06
through the flow:
step                TNS (ns)  power (mW)
CTS                  -0.7173      0.2470
detailed placement    -4.407      0.2344
floorplan                  0     0.09634
global route         -0.6993      0.2905
finish               -0.5413      0.2684
global placement      -4.423      0.2330
Power is estimated from default activity; no workload was simulated.
